==> design/flow/design.v <==
module divider(a, b, quotient, remainder, div_by_zero);
parameter bit_width = 8;
input  [bit_width-1:0] a;
input  [bit_width-1:0] b;
output [bit_width-1:0] quotient;
output [bit_width-1:0] remainder;
output div_by_zero;
wire   [bit_width-1:0] q;
wire   [bit_width-1:0] r[bit_width+1];
assign div_by_zero = (b == {bit_width{1'b0}}) ? 1'b1 : 1'b0;
assign r[0] = {bit_width{1'b0}};
genvar i;
generate
	for(i=0; i < bit_width; i=i+1) begin
		divider_sub_stage s_i(.a({r[i][bit_width-2:0], a[bit_width-i-1]}),
	                              .b(b[bit_width-1:0]),
	                              .q(q[bit_width-i-1]),
	                              .r(r[i+1]));
	end
endgenerate
assign remainder = r[bit_width];
assign quotient = ~q;
endmodule
module divider_sub_stage(a, b, q, r);
parameter bit_width = 8;
input  [bit_width-1:0] a;
input  [bit_width-1:0] b;
output q;
output [bit_width-1:0] r;
wire   [bit_width-1:0] xor_b;  
wire   [bit_width-1:0] s;      
wire   [2:0] c;
assign xor_b = b ^ {bit_width{1'b1}};
assign c[0] = 1'b1;
cla_4bits cla4_1(a[3:0], xor_b[3:0], s[3:0], c[0], c[1]);
cla_4bits cla4_2(a[7:4], xor_b[7:4], s[7:4], c[1], c[2]);
assign q = ~c[2];
mux m(.sel(q), .in1(a), .in0(s), .out(r));
endmodule
module cla_4bits(a, b, s, cin, cout);
input  [3:0] a;
input  [3:0] b;
output [3:0] s;
input  cin;
output cout;
wire [4:0] c;
wire [3:0] g;  
wire [3:0] p;  
assign g = a & b;
assign p = a ^ b;
assign c[0] = cin;
assign c[1] = g[0] | (p[0] & c[0]);
assign c[2] = g[1] | (p[1] & g[0]) | (p[1] & p[0] & c[0]);
assign c[3] = g[2] | (p[2] & g[1]) | (p[2] & p[1] & g[0]) |
              (p[2] & p[1] & p[0] & c[0]);
assign c[4] = g[3] | (p[3] & g[2]) | (p[3] & p[2] & g[1]) |
              (p[3] & p[2] & p[1] & g[0]) | (p[3] & p[2] & p[1] & p[0] & c[0]);
assign s = p ^ c[3:0];
assign cout = c[4];
endmodule
module mux(sel, in0, in1, out);
parameter bit_width = 8;
input  sel;
input  [bit_width-1:0] in0;
input  [bit_width-1:0] in1;
output [bit_width-1:0] out;
assign out = sel ? in1 : in0;
endmodule
==> design/flow/run.sh <==
#!/bin/bash
# OpenROAD 26Q1-2900-gdf79404cd8, Yosys 0.63+post, stock flow scripts
make -C /OpenROAD-flow-scripts/flow DESIGN_CONFIG=/design/flow/config.mk WORK_HOME=/design/flow/orfs finish
==> design/flow/config.mk <==
export PLATFORM = sky130hd
export DESIGN_NAME = divider
export DESIGN_NICKNAME = divider
export VERILOG_FILES = /design/flow/design.v
export SDC_FILE = /design/flow/constraint.sdc
export NUM_CORES = 4
export LEC_CHECK = 1
export CORE_AREA = 10 10 101 101
export DIE_AREA = 0 0 111 111
==> design/flow/constraint.sdc <==
current_design divider

set clk_period 34.3
set clk_io_pct 0.2

create_clock -name clk0 -period $clk_period

set non_clock_inputs [all_inputs -no_clocks]
set_input_delay [expr $clk_period * $clk_io_pct] -clock clk0 $non_clock_inputs
set_output_delay [expr $clk_period * $clk_io_pct] -clock clk0 [all_outputs]
==> summary.txt <==
run metrics: worst min path class=in2out, number of global-route vias before repair=2429, period utilisation layout=82.36%, Reg area=0 um2, Synth top area share=29.26%, largest net degree at the start of global routing=14, area leader, netlist=ha_1, slowest CP cell=clkdlybuf4s50_1, post-synth area from yosys stat=2823 um2, post-DP HPWL=5840 um, CP Class=in2out, Yosys Instances=362, routed wire length=6731 um, vias after detailed routing=2522, mean post-synth cell area=7.798 um2, Max Used Layer=met3, PortBufs=33, fmax=35.40 MHz, WL/cell=13.63 um, Comb gate area=2653 um2, layout overhead on the synthesized area=14.72%, Die Area=12320 um2, Setup Viol. Count Final=0, design area=3238 um2, final hold violation count=0, # diodes=0, Via density=5.105, crit path max fanout=13, CP peak stage delay=680 ps, Rows=33, most frequent cell on the critical path=ha_1, core area=8134 um2, WL met1=3549 um, Synth Seq Share=0%, cts repair resizes=0, Worst setup SP type=input pin, slew of the pin with the lowest slew margin=732.4 ps, GRT Total Usage=10.76%, RSZ-0062 raised after global routing=no, Hold Buf Count CTS=0, Filler Cells Inserted=807, synth unique cells=58, num ports=33, DIE HEIGHT=111 um, Final min period=28250 ps, Max Transition Viols Final=0, arrival time at the worst endpoint=21390 ps, global-route wire length before repair=11630 um, mapped cell area=2823 um2, final core utilization=39.81%, DRC marker count from the first detailed-route iteration=99, drc violations=0, Initial Utilization=34.70%, status=finished clean, crit end category=output pin, Max Cap Viol=0, Flops=0, setup ws final=6051 ps, post-placement cell area=3238 um2, GPL Wtd Cong=0.8991, crit path from=b[0], drt first pass iters=4, Die X-Extent=111 um, Worst Path Required=27440 ps, OpenROAD warning count=40, DP Worst Slack=6013 ps, GRT overflow=0, Worst Setup EP=remainder[7], post-CTS setup buffers=0, synthesized instance count=362, met2 WL=2938 um, Synth warnings=1, setup TNS=0 ps, clkbuf count=0, ANT nets after route=0, Slew headroom=51.12%, Top area cell types=ha_1 29%, xnor2_1 5.9%, mux2_2 5.6%, share of cells above drive strength 1=9.254%, wire length on met3=242 um, initial antenna violation count=0
-- how the worst min path moves through the flow --
stage	start	endpoint	slack (ps)	depth (start not counted)
CTS	a[0]	remainder[0]	14750	4
global route	a[0]	remainder[0]	14790	4
finish	a[0]	remainder[0]	14730	4
-- layer usage --
layer / global-route usage (%) / up-vias
li1: - / 1362
met1: 16.03 / 1124
met2: 17.45 / 36
met3: 0.7663 / 0
met4: 0 / 0
met5: 0 / -
-- cell type report --
class                      count  area share (%)
inverter                      29           3.362
timing repair buffer          35           10.66
multi-input combinational    325           81.92
tap                          105           4.057
-- logic make-up (layout without fill, tap and decap cells) --
kind of cell,Yosys count,after routing,share of synthesized area (%)
other,2,4,0.2661
and+or+nand+nor,97,97,17.29
muxes,18,18,7.004
adders and majority gates,73,73,34.22
xor gates and xnor gates,32,32,9.929
buffers and inverters,39,64,6.294
AOI/OAI and AO/OA,101,101,25.00
-- placed cells by master (no fill, tap or decap), types with 2 or more instances in the layout --
| master | netlist | final |
|---|---|---|
| xor2_1 | 13 | 13 |
| nor3_1 | 8 | 8 |
| or3_1 | 7 | 7 |
| or2_2 | 4 | 4 |
| clkdlybuf4s50_1 | 0 | 33 |
| conb_1 | 2 | 4 |
| inv_2 | 2 | 2 |
| buf_4 | 8 | 2 |
| nor2_1 | 19 | 19 |
| ha_1 | 66 | 66 |
| a211oi_1 | 2 | 2 |
| a21boi_0 | 2 | 2 |
| nor2b_1 | 3 | 3 |
| o21ai_0 | 20 | 20 |
| fa_1 | 7 | 7 |
| mux2i_1 | 4 | 4 |
| mux2_2 | 14 | 14 |
| o21a_1 | 12 | 12 |
| nand2b_1 | 5 | 5 |
| o211ai_1 | 4 | 4 |
| and3_1 | 6 | 6 |
| a21oi_1 | 27 | 27 |
| nor4_1 | 2 | 2 |
| and2_1 | 7 | 7 |
| o22ai_1 | 2 | 2 |
| a22o_1 | 2 | 2 |
| xnor2_1 | 19 | 19 |
| inv_1 | 26 | 26 |
| nand3_1 | 10 | 10 |
| a21o_1 | 8 | 8 |
| nand2_1 | 22 | 22 |
| a31oi_1 | 2 | 2 |
-- cells in the mapped netlist, drive strengths merged, types with 9 or more instances --
cell    n
a21oi  29
buf     9
ha     66
inv    28
mux2   14
nand2  22
nand3  10
nor2   19
o21a   13
o21ai  21
xnor2  19
xor2   13
-- critical path, delay by kind of cell --
kind                     cells  cell delay [ps]
AND-OR/OR-AND               20             4790
adder cells (fa/ha/maj)      9             2790
buffers and inverters        9             2250
multiplexers                 5             1470
AND/OR/NAND/NOR             11             3220
-- per-stage QoR --
step,std cells,hold WS [ps]
after floorplan,364,13800
after global placement,494,14740
after detailed placement,494,14740
after CTS,494,14750
after global routing,494,14790
final,494,14730
