==> flow/design.v <==
`timescale 1ns / 100ps
module pre_norm_fmul(clk, fpu_op, opa, opb, fracta, fractb, exp_out, sign,
		sign_exe, inf, exp_ovf, underflow);
input		clk;
input	[2:0]	fpu_op;
input	[31:0]	opa, opb;
output	[23:0]	fracta, fractb;
output	[7:0]	exp_out;
output		sign, sign_exe;
output		inf;
output	[1:0]	exp_ovf;
output	[2:0]	underflow;
reg	[7:0]	exp_out;
wire		signa, signb;
reg		sign, sign_d;
reg		sign_exe;
reg		inf;
wire	[1:0]	exp_ovf_d;
reg	[1:0]	exp_ovf;
wire	[7:0]	expa, expb;
wire	[7:0]	exp_tmp1, exp_tmp2;
wire		co1, co2;
wire		expa_dn, expb_dn;
wire	[7:0]	exp_out_a;
wire		opa_00, opb_00, fracta_00, fractb_00;
wire	[7:0]	exp_tmp3, exp_tmp4, exp_tmp5;
wire	[2:0]	underflow_d;
reg	[2:0]	underflow;
wire		op_div = (fpu_op == 3'b011);
wire	[7:0]	exp_out_mul, exp_out_div;
assign  signa = opa[31];
assign  signb = opb[31];
assign   expa = opa[30:23];
assign   expb = opb[30:23];
assign expa_dn   = !(|expa);
assign expb_dn   = !(|expb);
assign opa_00    = !(|opa[30:0]);
assign opb_00    = !(|opb[30:0]);
assign fracta_00 = !(|opa[22:0]);
assign fractb_00 = !(|opb[22:0]);
assign fracta = {!expa_dn,opa[22:0]};	 
assign fractb = {!expb_dn,opb[22:0]};	 
assign {co1,exp_tmp1} = op_div ? (expa - expb)            : (expa + expb);
assign {co2,exp_tmp2} = op_div ? ({co1,exp_tmp1} + 8'h7f) : ({co1,exp_tmp1} - 8'h7f);
assign exp_tmp3 = exp_tmp2 + 1;
assign exp_tmp4 = 8'h7f - exp_tmp1;
assign exp_tmp5 = op_div ? (exp_tmp4+1) : (exp_tmp4-1);
always@(posedge clk)
	exp_out <= #1 op_div ? exp_out_div : exp_out_mul;
assign exp_out_div = (expa_dn | expb_dn) ? (co2 ? exp_tmp5 : exp_tmp3 ) : co2 ? exp_tmp4 : exp_tmp2;
assign exp_out_mul = exp_ovf_d[1] ? exp_out_a : (expa_dn | expb_dn) ? exp_tmp3 : exp_tmp2;
assign exp_out_a   = (expa_dn | expb_dn) ? exp_tmp5 : exp_tmp4;
assign exp_ovf_d[0] = op_div ? (expa[7] & !expb[7]) : (co2 & expa[7] & expb[7]);
assign exp_ovf_d[1] = op_div ? co2                  : ((!expa[7] & !expb[7] & exp_tmp2[7]) | co2);
always @(posedge clk)
	exp_ovf <= #1 exp_ovf_d;
assign underflow_d[0] =	(exp_tmp1 < 8'h7f) & !co1 & !(opa_00 | opb_00 | expa_dn | expb_dn);
assign underflow_d[1] =	((expa[7] | expb[7]) & !opa_00 & !opb_00) |
			 (expa_dn & !fracta_00) | (expb_dn & !fractb_00);
assign underflow_d[2] =	 !opa_00 & !opb_00 & (exp_tmp1 == 8'h7f);
always @(posedge clk)
	underflow <= #1 underflow_d;
always @(posedge clk)
	inf <= #1 op_div ? (expb_dn & !expa[7]) : ({co1,exp_tmp1} > 9'h17e) ;
always @(signa or signb)
   case({signa, signb})		// synopsys full_case parallel_case
	2'b0_0: sign_d = 0;
	2'b0_1: sign_d = 1;
	2'b1_0: sign_d = 1;
	2'b1_1: sign_d = 0;
   endcase
always @(posedge clk)
	sign <= #1 sign_d;
always @(posedge clk)
	sign_exe <= #1 signa & signb;
endmodule
==> flow/run.sh <==
#!/bin/bash
# OpenROAD 26Q1-2900-gdf79404cd8, Yosys 0.63+post, stock flow scripts
make -C /OpenROAD-flow-scripts/flow DESIGN_CONFIG=/design/flow/config.mk WORK_HOME=/design/flow/orfs finish
==> flow/config.mk <==
export PLATFORM = sky130hd
export DESIGN_NAME = pre_norm_fmul
export DESIGN_NICKNAME = pre_norm_fmul
export VERILOG_FILES = /design/flow/design.v
export SDC_FILE = /design/flow/constraint.sdc
export NUM_CORES = 4
export LEC_CHECK = 1
export CORE_UTILIZATION = 30
==> flow/constraint.sdc <==
current_design pre_norm_fmul

set clk_period 9.2
set clk_io_pct 0.2

create_clock -name clk0 -period $clk_period [get_ports {clk}]

set non_clock_inputs [all_inputs -no_clocks]
set_input_delay [expr $clk_period * $clk_io_pct] -clock clk0 $non_clock_inputs
set_output_delay [expr $clk_period * $clk_io_pct] -clock clk0 [all_outputs]
==> results.txt <==
Notes from the flow run.

Status:
- The flow ran to the end, and the final reports show no timing, DRC or antenna violations.

Routing:
- In the post-route report, total wirelength is listed as 6590 um.
- The run gives the via count of the routed design as 2310.
- The run puts the mean number of vias per cell at 4.73.
- The run puts the detail-routed net length per standard cell at 13.5 um.
- Per the log, the first TritonRoute iteration ended with a DRC count of 87.
- For this run, the script counts the antenna cells in the layout as 0.
- The run gives the number of nets still failing antenna checks after routing as 0.
- The run puts the number of iterations in the first detailed-routing pass at 4.
- The run puts the residual DRC count at 0.

Setup path:
- The run gives the element type at the critical path start as a primary input.
- The worst setup path is captured at a register.
- The run gives the data required time at the worst endpoint as 9.34 ns.
- STA puts the critical path data arrival time at 6.89 ns.
- The run gives the largest incremental delay on the critical path as 0.49 ns.
- The most numerous cell type found on the critical path is o21ai_0.
- The run puts the maximum fanout along the worst path at 18.
- Along the critical path, the tally of buffer and inverter instances is 5.
- The run gives the family with the most delay on the worst path as AND-OR/OR-AND gates.
- The critical path goes through clkdlybuf4s50_1, nand2_1, nor2_1, buf_4, inv_1, o21ai_0, inv_1, ha_1, nor2b_1, o21ai_0, a21boi_0, o21ai_0, a21boi_0, nor2_1, inv_1, ha_1, o21ai_0, nor2_1, or4_1, nand3_2, a22oi_2, a31oi_4, o211ai_1, o21a_1.
- The critical path in this run is classified as primary input to register.
- Per the STA report, the cell with the highest stage delay on the worst path is or4_1.

Power and ir drop:
- The run puts the cell-internal power at 0.325 mW.
- The run gives the relative contribution of the clock network to total power as 0.115.
- The run gives the total net switching power as 0.199 mW.
- Of the total power, combinational logic draws 0.697.
- The run puts the relative contribution of sequential cells to total power at 0.188.
- The run gives the peak supply drop as 0.0542 mV.
- The run gives the static power due to leakage as 1.38 nW.
- The run gives the switching share of power as 0.379.
- The report lists the power per cell area as 151 mW/mm^2.

Timing:
- The run puts the shortest clock period the worst path allows after layout at 6.75 ns.
- The run gives the achievable frequency as 148 MHz.
- The run puts the number of pins exceeding their max-slew limit in the final report at 0.
- Endpoints with negative setup slack in the final report add up to 0.
- Setup repair after global routing left no endpoint under its margin.
- In the final report, the number of hold violations comes to 0.
- Measured against its own limit, the worst slew margin works out to 0.551.
- The run gives the fraction of the cycle the final worst path needs as 0.734.
- The run puts the slew at the pin closest to its max-slew limit at 0.673 ns.
- The run gives the setup TNS as 0 ns.

Clocking:
- Looking at the clock tree report, the root buffer type is clkbuf_8.
- The run puts the CTS sink count at 16.
- The run gives the CTS tree as yes.
- The run puts the number of levels the H-tree was split into at 1.
- Post-CTS repair changed the size of 0 cells.
- The run puts the clock-pin slew of the registers on the worst-case setup and hold paths at 0.06 ns.
- Hold repair after CTS inserted 0 buffers.
- The run gives the total clock buffers created by CTS as 3.
- Buffers added to address setup during post-CTS repair amount to 0.
- No sink is reached through more buffers than the 2 on the longest clock path.

Global route:
- The total overflow left after global routing is 0.
- The run puts the overall fraction of global-route tracks in use at 0.161.
- The run gives the maximum number of pins on one net before global-route repair as 21.
- The number of antenna violations at the first check in global routing is 0.
- The via count of the first global-routing pass is 2197.
- The first global-routing pass estimated 10800 um of wire.

Synthesis:
- Of the total synthesized cell area, the portion taken by AND-OR and OR-AND cells is 0.177.
- The run gives the fraction of registers with async set/reset as 0.
- The run gives the cell type with the largest total area as buf_4.
- The run puts the top cell type's share of synthesized area at 0.153.
- For this run, the leading register cell type out of synthesis is dfxtp_1.
- The run puts the post-synthesis sequential area ratio at 0.136.
- In this run, the synthesized area fraction spent on xor and xnor cells is recorded as 0.122.
- The run gives the post-synthesis adder-cell area fraction as 0.144.
- The run gives the total of flip-flops plus latches after synthesis as 16.
- For reference, the top logic cell family by area is simple AND/OR/NAND/NOR gates.
- In this run, the synthesized area fraction spent on and/or/nand/nor cells is recorded as 0.213.
- In the Yosys report the total cell count is 307.
- The run gives the number of synthesis warnings as 3.
- The run puts the number of enable-type register cells in the synthesized netlist at 0.
- For reference, the top cells by area after synthesis are buf_4, dfxtp_1, ha_1, xnor2_1, xor2_1.
- Per the post-synthesis stats, the area per cell is 7.69 sq um.
- The run puts the area of the synthesized netlist per yosys stat at 0.00236 sq mm.
- The synthesized netlist contains 51 unique library cells.
- Ranked by instance count, the synthesized netlist is headed by buf_4, ha_1, nor2_1, xnor2_1, inv_1.
- Measured against the total synthesized area, the mux share comes to 0.0127.
- The run gives the gate count of the mapped netlist as 307.
- Before any placement, the netlist area is recorded as 0.00236 sq mm.
- Yosys instantiated no cell more often than buf_4.

Floorplan:
- After floorplanning, the core was divided into 31 placement rows.
- The run puts the area of the chip at 0.00823 sq mm.
- The run puts the vertical die dimension at 90.7 um.
- The run puts the number of I/O pins at 132.
- The run puts the die boundary width at 90.7 um.
- The run puts the core area at 0.00745 sq mm.
- The initial utilization of the core area, before any placement, comes to 0.317.

Final layout:
- The run gives the non-filler instance count after layout as 488.
- The run puts the synthesis-to-finish area growth at 46.7%.
- The run puts the final core utilization at 0.465.
- The filler cells instantiated in the layout total 737.
- The run gives the share of cells above drive strength 1 as 0.0334.

Run:
- The run gives the tally of OpenROAD warnings as 32.
- The number of maximum-capacitance violations recorded for the run is 0.

Place:
- The run gives the final HPWL from detailed placement as 5780 um.
- The run puts the global placer's final weighted congestion at 0.902.
- Buffers placed on the I/O ports in this run total 131.
- The run puts the total instance count after detailed placement at 484.

Min path:
- The tightest min-delay check is of the primary input to register type.
[sequential cells by signal, indices dropped and copies added (netlist names)]
name and flops:
inf 1, underflow 3, sign 1, exp_out 8, exp_ovf 2, sign_exe 1
[cells in the final DEF (no fill, tap or decap), types with 3 or more instances in the layout]
master / synthesis / final
clkdlybuf4s50_1: 0 / 131
ha_1: 24 / 24
nor2_1: 23 / 23
xnor2_1: 21 / 21
inv_1: 18 / 18
nand2_1: 16 / 16
a21oi_1: 16 / 16
dfxtp_1: 16 / 16
nor4_1: 14 / 14
nor3_1: 13 / 13
xor2_1: 12 / 12
o21ai_0: 10 / 10
nand3_1: 6 / 6
nor2b_1: 5 / 5
nand4_1: 5 / 5
or3_1: 4 / 4
o21a_1: 4 / 4
clkbuf_8: 0 / 4
o31ai_1: 3 / 3
a21o_1: 3 / 3
mux2i_1: 3 / 3
o211ai_1: 3 / 3
[power by group through the flow]
stage         clock network [mW]  registers [mW]  logic, mW
CTS                       0.0626          0.0992      0.367
global route              0.0654           0.101      0.406
finish                    0.0604          0.0986      0.365
[kinds of logic (layout without fill, tap and decap cells)]
family,count (synthesis),after routing
fa+ha+maj,26,26
simple gates,97,97
compound gates,60,60
xor+xnor,33,33
flops,16,16
mux,3,3
buf+inv,72,154
[layer usage]
layer	track usage	part of all wire	vias up
met4	0.0148	0.0080	0
met1	0.241	0.49	1019
li1	-	-	1219
met5	0	0	-
met3	0.00940	0.046	4
met2	0.266	0.45	68
[metrics by stage]
| step | instance area, sq um | worst slack [ns] | power, mW | hold WS [ns] |
|---|---|---|---|---|
| floorplan | 2360 | 2.75 | 0.339 | 1.94 |
| global placement | 3410 | 2.24 | 0.466 | 2.45 |
| detailed placement | 3410 | 2.16 | 0.466 | 2.45 |
| CTS | 3460 | 2.44 | 0.528 | 2.20 |
| global route | 3460 | 1.90 | 0.573 | 2.21 |
| finish | 3460 | 2.45 | 0.524 | 2.20 |
[final timing paths]
kind                       from          to  slack, ns  cells past startpoint
worst max-delay path  fpu_op[1]  exp_out[5]       2.45                     24
worst min-delay path    opb[31]        sign       2.20                      2
[final cells by class]
class | count | area, sq um | share of cell area
clock buffer | 4 | 55.1 | 0.0159
timing repair buffer | 132 | 1320 | 0.381
sequential | 16 | 320 | 0.0925
multi-input combinational | 219 | 1580 | 0.456
inverter | 18 | 67.6 | 0.0195
tap | 99 | 124 | 0.0358
Power is estimated from default activity; no workload was simulated.
